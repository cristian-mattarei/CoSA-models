File: constraint.sdc
current_design oh_gray2bin

set clk_period 4.9
set clk_io_pct 0.2

create_clock -name clk0 -period $clk_period

set non_clock_inputs [all_inputs -no_clocks]
set_input_delay [expr $clk_period * $clk_io_pct] -clock clk0 $non_clock_inputs
set_output_delay [expr $clk_period * $clk_io_pct] -clock clk0 [all_outputs]
File: config.mk
export PLATFORM = sky130hd
export DESIGN_NAME = oh_gray2bin
export DESIGN_NICKNAME = oh_gray2bin
export VERILOG_FILES = /design/flow/design.v
export SDC_FILE = /design/flow/constraint.sdc
export NUM_CORES = 4
export LEC_CHECK = 1
export CORE_AREA = 10 10 106 106
export DIE_AREA = 0 0 116 116
File: design.v
module oh_gray2bin #(parameter DW = 32)  
   (
    input [DW-1:0]  in,   
    output [DW-1:0] out   
    );
   reg [DW-1:0]     bin;
   wire [DW-1:0]    gray;
   integer 	   i,j;
   assign gray[DW-1:0] = in[DW-1:0];
   assign out[DW-1:0]  = bin[DW-1:0];
   always @*
     begin
	bin[DW-1] = gray[DW-1];   
	for (i=0; i<(DW-1); i=i+1)
	  begin
	     bin[i] = 1'b0;	
	     for (j=i; j<DW; j=j+1)
	       bin[i] = bin[i] ^ gray [j];
	  end
     end
endmodule  
File: run.sh
#!/bin/bash
# OpenROAD 26Q1-2900-gdf79404cd8, Yosys 0.63+post, stock flow scripts
make -C /OpenROAD-flow-scripts/flow DESIGN_CONFIG=/design/flow/config.mk WORK_HOME=/design/flow/orfs finish
==> run notes <==
yosys + openroad results -> core area 8850 µm², Pre-antenna DRT Iters 3, CP Capture Type primary output, Log Warnings 33, synthesized cell area 697 µm², crit path time final 4760 ps, Slew @ Worst Pin 540 ps, crit path cell chain clkdlybuf4s50_1, xor3_2, xnor3_2, xnor2_4, xnor2_2, inv_4, xnor3_1, clkdlybuf4s50_1, Max rail drop VDD 0.264 mV, flip-flops 0, placed insts 232, critical path class primary input to primary output, global-route wire length before repair 3.83 mm, DP Wirelength 2.37 mm, GRT Resource Usage Total 3.61%, Req. time, crit path 3920 ps, yosys warning tally 1, Final ANT Viol Nets 0, top-count cell post-synth xnor2_1, gpl congestion 0.681, Synth top area share 30.2%, Finished Layout Cells 232, Lkg Pwr 0.586 nW, unrepaired setup endpoints after global routing true, cycle use final 97.2%, Ant. Diodes 0, Crit Path Max Fanout 5, Post-synth seq share 0%, postcts setup bufs 0, final setup vio count 0, Crit path arrival time 3780 ps, # port buffers 64, synth cell count leaders 24 x xnor2_1, 18 x xor2_1, 6 x xnor3_1, Hold WS 2850 ps, vias in the first global route 703, largest net degree at the start of global routing 6, wire per inst 10.7 µm, P per Cell Area 567 nW/µm², initial drt markers 9, Synth area leader xnor2_1, Reg area 0 µm², GRT overflow 0, critical path's slowest cell clkdlybuf4s50_1, Yosys chip area 697 µm², fin. max-slew vios 0, fin util 16.7%, final WL 2.49 mm, die area 13500 µm², Max-Cap Viols 0, vias post-DR 607, share of post-route cells with drive strength above 1 8.87%, # rows 34, Final Hold Vio Count 0, die width 116 µm, Clock buffer cells 0, outcome finished clean, IO Count 64, yosys stat cell total 60, Residual DRC 0, HP Class primary input to primary output, Cells after Synth 60, vias per cell 2.62, total power 0.839 mW, Netlist cell types 10, fp_density 7.88%, Worst Setup Start Kind primary input, Worst path most repeated cell clkdlybuf4s50_1, Post-Syn Area per Cell 11.6 µm², antenna violations before repair 0, Die Span Y 116 µm, area grow syn2layout 112%, top cells by area xnor2_1 30%, xor2_1 23%, xnor3_1 19%, normalized max-slew margin 63.7%, CP peak stage delay 520 ps, achievable frequency 210 MHz
[where the power goes]
part | internal [mW] | switching [mW] | leakage (nW) | total, mW
Combinational | 0.605 | 0.235 | 0.586 | 0.839
Clock | 0 | 0 | 0 | 0
Sequential | 0 | 0 | 0 | 0
[placed cells by master (no fill, tap or decap)]
cell type	Yosys	routed
xor2_2	0	1
xnor2_1	24	24
xnor2_4	1	1
buf_4	1	1
xor3_2	1	1
xnor3_1	6	6
xnor2_2	3	3
inv_4	1	1
clkdlybuf4s50_1	0	64
xor2_1	18	17
inv_1	2	2
xnor3_2	3	3
[per-layer routing]
metal	vias up	global-route usage (%)	part of all wire (%)
li1	317	-	-
met1	257	4.40	40
met2	33	5.73	45
met3	0	2.15	15
met4	0	0	0
met5	-	0	0
[path summary, 6_finish.rpt]
kind,depth (start not counted),startpoint,end,slack [ps]
min,2,in[31],out[31],2850
max,8,in[31],out[0],140
[metrics by stage]
step	setup slack [ps]	TNS, ps	instance area (µm²)
after CTS	62.0	0	1470
final	136	0	1480
after global routing	-44.0	-61.6	1480
after global placement	124	0	1470
after floorplan	1230	0	697
after detailed placement	58.6	0	1470
[area by class of cell]
cell class | count | area, µm²
tap | 108 | 135
multi-input combinational | 56 | 683
timing repair buffer | 65 | 648
fill | 993 | 7370
inverter | 3 | 13.8
[worst max-delay path: cells and delay by family]
family    cells  cell delay [ps]
buf+inv       3             1040
xor+xnor      5             1770
[timing repair]
item                                    in CTS  in global routing
endpoints found under the setup margin       0                  6
endpoints found under the hold margin        0                  0
hold buffers                                 0                  0
gates resized                                0                  1
[cells by family after synthesis]
| logic type | after synthesis | share of synthesized area [%] |
|---|---|---|
| xor gates and xnor gates | 56 | 96.9 |
| buffers and inverters | 4 | 3.05 |
Power figures rest on the tool's default switching activity, not on a simulated workload.
