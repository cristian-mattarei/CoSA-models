--- /design/flow/design.v ---
module oh_memory_ram  # (parameter DW    = 104,            
			 parameter DEPTH = 32,             
			 parameter AW    = $clog2(DEPTH)   
			 ) 
   ( 
    input 		rd_clk, 
    input 		rd_en,  
    input [AW-1:0] 	rd_addr,  
    output reg [DW-1:0] rd_dout,  
    input 		wr_clk, 
    input 		wr_en,  
    input [AW-1:0] 	wr_addr,  
    input [DW-1:0] 	wr_wem,  
    input [DW-1:0] 	wr_din  
    );
   reg [DW-1:0]        ram    [DEPTH-1:0];  
   integer 	       i;
   always @ (posedge rd_clk)
     if(rd_en)       
       rd_dout[DW-1:0] <= ram[rd_addr[AW-1:0]];
   always @(posedge wr_clk)    
     for (i=0;i<DW;i=i+1)
       if (wr_en & wr_wem[i]) 
         ram[wr_addr[AW-1:0]][i] <= wr_din[i];
endmodule  
--- /design/flow/run.sh ---
#!/bin/bash
# OpenROAD 26Q1-2900-gdf79404cd8, Yosys 0.63+post, stock flow scripts
make -C /OpenROAD-flow-scripts/flow DESIGN_CONFIG=/design/flow/config.mk WORK_HOME=/design/flow/orfs finish
--- /design/flow/config.mk ---
export PLATFORM = sky130hd
export DESIGN_NAME = oh_memory_ram
export DESIGN_NICKNAME = oh_memory_ram
export VERILOG_FILES = /design/flow/design.v
export SDC_FILE = /design/flow/constraint.sdc
export NUM_CORES = 4
export LEC_CHECK = 1
export CORE_UTILIZATION = 40
--- /design/flow/constraint.sdc ---
current_design oh_memory_ram

set clk_period 12.9
set clk_io_pct 0.2

create_clock -name clk0 -period $clk_period [get_ports {rd_clk}]
create_clock -name clk1 -period $clk_period [get_ports {wr_clk}]

set non_clock_inputs [all_inputs -no_clocks]
set_input_delay [expr $clk_period * $clk_io_pct] -clock clk0 $non_clock_inputs
set_output_delay [expr $clk_period * $clk_io_pct] -clock clk0 [all_outputs]
==> flow_summary.ini <==
; synthesis and place-and-route metrics
[place]
io_buffers = 324
dp_hpwl_um = 255000
gp_congestion = 0.861
dp_cells = 14700

[worst_hold_path]
min_path_type = flip-flop to flip-flop

[worst_setup_path]
crit_chain = buf_8 > buf_4 > buf_4 > buf_4 > buf_12 > mux4_2 > a22o_1 > a31oi_1 > nand3_1
crit_required_ps = 13310
end_kind = flip-flop
arrival_ps = 6870
crit_path_top_delay_cell = buf_4
critPathMaxFanout = 103
cp-start-kind = input pin
cp_common_cell = buf_4
crit_type = input pin to flip-flop
cpPeakStageDelay_ps = 700

[timing]
rsz0062_at_grt = false
hold_viol = 0
tightest_slew_ps = 1070
maxSlewHeadroom = 0.281
fin_hold_ws_ps = 945
setup_tns_ps = 0
final-setup-viol-count = 0
drv_slew = 0

[die]
io-pin-count = 326
die_w_um = 604
rows = 220
core_util_floorplan = 0.403
die_h_um = 604
chipArea_um2 = 365000
core_um2 = 360000

[global_routing]
grt_pass1_wl_um = 642000
overflow = 0
grt_usage = 0.273
grt_pass1_vias = 89900
antenna_found_initial = 27
grt.busiest_layer = met2
grtUsageMet2 = 0.411
gr-usage-met1 = 0.301
grt_max_degree = 104
met3_usage = 0.198

[clock_network]
hold_buffers = 0
numClockSinks = 3432
cts_resized = 0
cts_tree = yes
clk_pin_slew_ps = 170
cts_setup_buffers = 0

[synth]
ys_chip_area_um2 = 145000
netlist_instances = 10200
synth.ff_latch_count = 3432
async_reset_ff_frac = 0
syn_area_um2 = 145000
synth-edff-count = 3432
ys_cells = 10200
ys_types = 35
syn_area_per_cell_um2 = 14.2
synth_top_flop_cell = edfxtp_1
synth_seq_share = 0.711
ys_warn_count = 1

[outcome]
outcome = finished clean

[run]
warnings = 30
drv_cap = 0

[routing]
wirelength_um = 456000
drt_iter0_markers = 7121
wl_per_cell_um = 29.8
num_vias = 87400
route.detailed.drc = 0
drt-vias-per-instance = 5.70
drtAntennaViolNets = 0
drtPass1Iterations = 8

[power]
pwr_density_cell_nw_per_um2 = 146
p_leak_uw = 0.0540
ir_worst_vdd_mv = 0.112

[final_layout]
num-fill-cells = 30200
syn_to_final_growth_pct = 13.6
stdcell_count = 15300
drive_gt1_frac = 0.131
==> state kept, by name (all words and copies together) (netlist names) <==
signal   cells
rd_dout    104
ram       3328
==> through the flow <==
step,utilization,worst slack (ps),total power [uW],cell area [um2]
floorplan,-,8660,13400,145000
global placement,0.426,5730,14100,153000
detailed placement,0.426,5750,14200,153000
CTS,0.457,6500,24100,165000
global route,0.457,6180,24600,165000
finish,0.458,6440,24000,165000
==> per-layer routing <==
layer / vias to the layer above / part of all wire
li1: 37400 / -
met1: 43200 / 0.30
met2: 5768 / 0.47
met3: 1047 / 0.17
met4: 33 / 0.050
met5: - / 0.00071
==> power by group <==
part	total (uW)	internal (uW)	switching (uW)
Combinational	1470	474	997
Sequential	12500	12400	62.5
Clock	10100	5520	4560
==> kinds of logic after synthesis <==
| group | share of synthesized area |
|---|---|
| mux | 0.122 |
| simple gates | 0.102 |
| buf+inv | 0.0295 |
| compound gates | 0.0350 |
| flops | 0.711 |
==> area by class of cell <==
type | count | area [um2] | share of cell area
Sequential cell | 3432 | 103000 | 0.626
Tap cell | 4773 | 5970 | 0.0363
Multi-Input combinational cell | 5722 | 38000 | 0.231
Timing Repair Buffer | 735 | 6440 | 0.0391
Clock buffer | 463 | 9420 | 0.0572
Clock inverter | 193 | 1710 | 0.0104
Antenna cell | 14 | 35.0 | 0.000213
Inverter | 1 | 3.75 | 0.0000228
==> path summary, 6_finish.rpt <==
check | start | to | slack [ps] | cells past startpoint
worst max-delay path | rd_addr[2] | rd_dout[58] | 6440 | 9
worst min-delay path | ram[20][90] | rd_dout[90] | 940 | 4
worst max register to register | ram[15][38] | rd_dout[38] | 10630 | 4
worst min register to register | ram[20][90] | rd_dout[90] | 940 | 4
max in group clk1 | wr_addr[0] | ram[27][65] | 7300 | 7
min in group clk1 | wr_din[77] | ram[25][77] | 2440 | 2
==> cell usage in the layout, fill, tap and decap left out, types with 8 or more instances in the layout <==
master           instances
edfxtp_1              3432
nor2_1                3331
mux2i_1                830
a22oi_1                548
mux4_2                 417
buf_4                  404
clkbuf_16              361
clkdlybuf4s50_1        317
nand3_1                206
nand2_1                121
clkbuf_1               102
clkinv_1                75
clkinv_2                63
a22o_1                  55
a31oi_1                 55
nand4_1                 49
nand2_4                 32
bufinv_16               16
diode_2                 14
a21oi_1                 11
clkinvlp_4              10
clkinv_16               10
nor2_4                   9
nor2b_4                  8
inv_6                    8
buf_12                   8
==> cells in the mapped netlist, types with 2 or more instances <==
master | number | area (um2)
edfxtp_1 | 3432 | 103000
nor2_1 | 3339 | 12500
mux2i_1 | 830 | 8310
a22oi_1 | 548 | 4110
clkbuf_1 | 503 | 1890
mux4_2 | 417 | 9390
buf_1 | 330 | 1240
nand3_1 | 206 | 1030
nand2_1 | 153 | 574
buf_2 | 126 | 631
a22o_1 | 55 | 482
a31oi_1 | 55 | 344
nand4_1 | 49 | 307
buf_4 | 41 | 308
buf_6 | 18 | 203
nor2b_1 | 17 | 106
a21oi_1 | 11 | 55.1
and2_1 | 10 | 62.6
a32oi_1 | 6 | 52.6
nor3_1 | 6 | 30.0
and3b_1 | 3 | 26.3
nor3b_1 | 3 | 22.5
and3_1 | 2 | 12.5
mux2_2 | 2 | 22.5
nor2_2 | 2 | 12.5
==> worst max-delay path: cells and delay by family <==
kind            cells  cell delay, ps
compound gates      2             430
buf+inv             5            2960
mux                 1             420
simple gates        1             110
Power and IR drop assume default switching activity.
