### flow/run.sh
#!/bin/bash
# OpenROAD 26Q1-2900-gdf79404cd8, Yosys 0.63+post, stock flow scripts
make -C /OpenROAD-flow-scripts/flow DESIGN_CONFIG=/design/flow/config.mk WORK_HOME=/design/flow/orfs finish
### flow/config.mk
export PLATFORM = sky130hd
export DESIGN_NAME = oh_bin2gray
export DESIGN_NICKNAME = oh_bin2gray
export VERILOG_FILES = /design/flow/design.v
export SDC_FILE = /design/flow/constraint.sdc
export NUM_CORES = 4
export LEC_CHECK = 1
export CORE_AREA = 10 10 70 70
export DIE_AREA = 0 0 80 80
### flow/constraint.sdc
current_design oh_bin2gray

set clk_period 1.0
set clk_io_pct 0.2

create_clock -name clk0 -period $clk_period

set non_clock_inputs [all_inputs -no_clocks]
set_input_delay [expr $clk_period * $clk_io_pct] -clock clk0 $non_clock_inputs
set_output_delay [expr $clk_period * $clk_io_pct] -clock clk0 [all_outputs]
### flow/design.v
module oh_bin2gray #(parameter DW = 32  
		     ) 
   (
    input [DW-1:0]  in,  
    output [DW-1:0] out  
    );
   reg [DW-1:0]    gray; 
   wire [DW-1:0]   bin;
   integer 	   i;   
   assign bin[DW-1:0]  = in[DW-1:0];
   assign out[DW-1:0]  = gray[DW-1:0];
   always @*
     begin
	gray[DW-1] = bin[DW-1];   
	for (i=0; i<(DW-1); i=i+1)
	  gray[i] = bin[i] ^ bin[i+1];	      
     end
endmodule  
==> job_summary.md <==
### Flow metrics

| Metric | Value |
|---|---|
| Status | finished, final reports clean |
| Cells in synth_stat.txt | 32 |
| Die area | 6400 um^2 |
| Setup Crit Path Kind | in2out |
| Die H | 80 um |
| CP required | 0.80 ns |
| PwrDens | 412 nW/um^2 |
| Flops | 0 |
| Worst Min Path Start | in[29] |
| Commonest Layout Cell | xor2_1 |
| Cycle use final | 98.7% |
| Netlist cell types | 2 |
| Final Wtd Congestion | 0.792 |
| DRT Wirelength | 2.03 mm |
| Arrival time at the worst endpoint | 0.79 ns |
| Startpoint Class | input port |
| Avg Inst Size Synth | 8.72 um^2 |
| Synthesized netlist cell count | 32 |
| Fraction of layout cells with a size suffix above 1 | 34.7% |
| Routed length per instance | between 10 and 15 um |
| Post-layout util | roughly 25% |
| Yosys chip area | 279 um^2 |
| Area of the multi-input gates | 272 um^2 |
| Cell area after synthesis | 279 um^2 |
| Detailed Routing Iterations Pass 1 | 2 |
| Worst path cell trace | clkdlybuf4s15_1 > xor2_1 > dlygate4sd2_1 |
| Max Fanout on Critical Path | 2 |
| Tool warnings | 32 |
| Yosys synthesis warning count | 1 |
| Sequential cell area | 0 um^2 |
| Number of setup buffers added after CTS | 0 |
| Top cells excl fill/tap | xor2_1 (31), dlygate4sd2_1 (19), buf_2 (19) |
| Clkbuf count | 0 |
| Initial Utilization | 8.17% |
| Largest net degree at the start of global routing | 3 |
| Final setup viols | 0 |
| First-pass GRT wire length | 2.78 mm |
| Number of port buffers | 64 |
| Number of max-cap violations | 0 |
| Crit. End Element | output port |
| Syn-to-layout area delta | 200% |
| Die extent in x | 80 um |
| All-Layer GR Usage | between 5 and 6% |
| Worst ir drop on vdd | about 0.00013 V |
| Sequential area share after synthesis | 0% |
| Num ports | 64 |
| Final ANT Viol Nets | 0 |
| Largest stage delay, worst path | 0.24 ns |
| Dpl cells | 141 |
| Antenna violations before repair | 1 |
| Fmax | 1.01 GHz |
| Core area | about 3400 um^2 |
| Final hold vios | 0 |
| Hold Path Stages | 3 |
| Clock period minus worst slack | 0.987 ns |
| Pins Over Slew Limit | 0 |
| 1st-iter DRT viols | 4 |
| ANT cells | 0 |
| Grt total ovfl | 0 |
| Vias per cell | 2.96 |
| CP bufs+invs | 2 |
| Top Family by Delay on Critical Path | buffers and inverters |
| Vias in the first global route | between 400 and 500 |
| Site row count | 21 |
| RSZ-0062 raised after global routing | no |
| Number of fill cells in the layout | 404 |
| PnR Total Power | ~340 uW |
| Hold Crit Class | in2out |
| Vias after detailed routing | between 400 and 500 |
| Hold Path End | out[28] |
| # DRC | 0 |
| CP max stage cell | dlygate4sd2_1 |
| Setup TNS | 0 ns |
| Headroom to the max-slew limit | 91.4% |
| Final Non-Filler Cells | 141 |
| Leakage power | 0.000426 uW |
| Worst-Margin Slew | 0.129 ns |
-- how the worst max path moves through the flow --
stage / from / endpoint / slack, ns / cells after the start
CTS: in[18] / out[17] / 0.000002 / 3
global route: in[12] / out[12] / 0.0003 / 3
finish: in[4] / out[3] / 0.01 / 3
-- routing by layer --
metal	global-route usage [%]	vias up	wire length, um
met1	4.81	190	589
li1	-	224	-
met2	13.2	3	1380
met3	0.682	0	54
met4	0	0	0
met5	0	-	0
-- logic make-up after synthesis --
group | Yosys count | synth area share, %
xor+xnor | 31 | 97.3
buf+inv | 1 | 2.69
-- metrics by stage --
stage / hold slack, ns / instance area, um^2 / setup WS [ns]
global route: 0.686 / 837 / 0.000322
finish: 0.661 / 837 / 0.0129
global placement: 1.28 / 970 / -0.609
floorplan: 0.425 / 279 / 0.481
CTS: 0.762 / 916 / 0.00000167
detailed placement: 1.27 / 970 / -0.604
-- cells in the mapped netlist --
| library cell | count | area share, % |
|---|---|---|
| buf_4 | 1 | 2.7 |
| xor2_1 | 31 | 97 |
-- layout make-up --
type	count	share of cell area [%]
Timing Repair Buffer	64	60.7
Multi-Input combinational cell	31	32.4
Tap cell	46	6.88
-- report_power, final --
part,internal [uW],switching [uW],total [uW]
clock,0,0,0
combinational,231,113,345
sequential,0,0,0
-- repair_timing --
action	in CTS	in global routing
resized	142	16
hold buffers	0	0
setup endpoints to repair	32	17
pin swaps	12	5
Power and IR drop assume default switching activity.
